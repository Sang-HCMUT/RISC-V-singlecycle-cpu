===== ./design.v =====
module ADD_SUB(
	input logic [31:0] x,y,
	input logic c_in,
	output logic [31:0] s,
	output logic c_out
	);
	reg [30:0] tmp;
  full_adder bit_0(.x(x[0]), .y(y[0]^c_in), .z(c_in), .s(s[0]), .c(tmp[0]));
  full_adder bit_1(.x(x[1]), .y(y[1]^c_in), .z(tmp[0]), .s(s[1]), .c(tmp[1]));
  full_adder bit_2(.x(x[2]), .y(y[2]^c_in), .z(tmp[1]), .s(s[2]), .c(tmp[2]));
  full_adder bit_3(.x(x[3]), .y(y[3]^c_in), .z(tmp[2]), .s(s[3]), .c(tmp[3]));
  full_adder bit_4(.x(x[4]), .y(y[4]^c_in), .z(tmp[3]), .s(s[4]), .c(tmp[4]));
  full_adder bit_5(.x(x[5]), .y(y[5]^c_in), .z(tmp[4]), .s(s[5]), .c(tmp[5]));
  full_adder bit_6(.x(x[6]), .y(y[6]^c_in), .z(tmp[5]), .s(s[6]), .c(tmp[6]));
  full_adder bit_7(.x(x[7]), .y(y[7]^c_in), .z(tmp[6]), .s(s[7]), .c(tmp[7]));
  full_adder bit_8(.x(x[8]), .y(y[8]^c_in), .z(tmp[7]), .s(s[8]), .c(tmp[8]));
  full_adder bit_9(.x(x[9]), .y(y[9]^c_in), .z(tmp[8]), .s(s[9]), .c(tmp[9]));
  full_adder bit_10(.x(x[10]), .y(y[10]^c_in), .z(tmp[9]), .s(s[10]), .c(tmp[10]));
  full_adder bit_11(.x(x[11]), .y(y[11]^c_in), .z(tmp[10]), .s(s[11]), .c(tmp[11]));
  full_adder bit_12(.x(x[12]), .y(y[12]^c_in), .z(tmp[11]), .s(s[12]), .c(tmp[12]));
  full_adder bit_13(.x(x[13]), .y(y[13]^c_in), .z(tmp[12]), .s(s[13]), .c(tmp[13]));
  full_adder bit_14(.x(x[14]), .y(y[14]^c_in), .z(tmp[13]), .s(s[14]), .c(tmp[14]));
  full_adder bit_15(.x(x[15]), .y(y[15]^c_in), .z(tmp[14]), .s(s[15]), .c(tmp[15]));
  full_adder bit_16(.x(x[16]), .y(y[16]^c_in), .z(tmp[15]), .s(s[16]), .c(tmp[16]));
  full_adder bit_17(.x(x[17]), .y(y[17]^c_in), .z(tmp[16]), .s(s[17]), .c(tmp[17]));
  full_adder bit_18(.x(x[18]), .y(y[18]^c_in), .z(tmp[17]), .s(s[18]), .c(tmp[18]));
  full_adder bit_19(.x(x[19]), .y(y[19]^c_in), .z(tmp[18]), .s(s[19]), .c(tmp[19]));
  full_adder bit_20(.x(x[20]), .y(y[20]^c_in), .z(tmp[19]), .s(s[20]), .c(tmp[20]));
  full_adder bit_21(.x(x[21]), .y(y[21]^c_in), .z(tmp[20]), .s(s[21]), .c(tmp[21]));
  full_adder bit_22(.x(x[22]), .y(y[22]^c_in), .z(tmp[21]), .s(s[22]), .c(tmp[22]));
  full_adder bit_23(.x(x[23]), .y(y[23]^c_in), .z(tmp[22]), .s(s[23]), .c(tmp[23]));
  full_adder bit_24(.x(x[24]), .y(y[24]^c_in), .z(tmp[23]), .s(s[24]), .c(tmp[24]));
  full_adder bit_25(.x(x[25]), .y(y[25]^c_in), .z(tmp[24]), .s(s[25]), .c(tmp[25]));
  full_adder bit_26(.x(x[26]), .y(y[26]^c_in), .z(tmp[25]), .s(s[26]), .c(tmp[26]));
  full_adder bit_27(.x(x[27]), .y(y[27]^c_in), .z(tmp[26]), .s(s[27]), .c(tmp[27]));
  full_adder bit_28(.x(x[28]), .y(y[28]^c_in), .z(tmp[27]), .s(s[28]), .c(tmp[28]));
  full_adder bit_29(.x(x[29]), .y(y[29]^c_in), .z(tmp[28]), .s(s[29]), .c(tmp[29]));
  full_adder bit_30(.x(x[30]), .y(y[30]^c_in), .z(tmp[29]), .s(s[30]), .c(tmp[30]));
  full_adder bit_31(.x(x[31]), .y(y[31]^c_in), .z(tmp[30]), .s(s[31]), .c(c_out));
endmodule
module alu(
	input logic [31:0] i_op_a, i_op_b,
	input logic [3:0] i_alu_op,
	output logic [31:0] o_alu_data);
	parameter ADD  = 4'b0000;
	parameter SUB  = 4'b0001;
	parameter SLT  = 4'b0010;
	parameter SLTU = 4'b0011;
	parameter XOR  = 4'b0100;
	parameter OR   = 4'b0101;
	parameter AND  = 4'b0110;
	parameter SLL  = 4'b0111;
	parameter SRL  = 4'b1000;
	parameter SRA  = 4'b1001;
	parameter LUI  = 4'b1010;
	logic [31:0] add_result, sub_result;
	reg tmp0,tmp1;
	ADD_SUB dut(.x(i_op_a),.y(i_op_b),.c_in(1'b0),.s(add_result),.c_out(tmp0));
   ADD_SUB dut1(.x(i_op_a),.y(i_op_b),.c_in(1'b1),.s(sub_result),.c_out(tmp1));
		reg [31:0] check_slt;
		reg [31:0] slt_result;
	always @(*) begin
		if (~i_op_a[31] & i_op_b[31]) slt_result = 32'h0000_0000;  
		else if (i_op_a[31] & ~i_op_b[31]) slt_result = 32'h0000_0001; 
		else slt_result = {{31{1'b0}}, sub_result[31]};  
	end  
		logic [31:0] eq;
	   logic [31:0] eq_so_far;
	   logic [31:0] lt_i;
		logic [31:0] sltu_result;
	  assign eq = ~(i_op_a ^ i_op_b);  
	  assign eq_so_far[31] = 1'b1;
	  genvar i;
	  generate 
		 for (i = 30; i >= 0; i--) begin:step_1
			 assign eq_so_far[i] = eq[i+1] & eq_so_far[i+1];  
		 end
	  endgenerate
	  genvar j;
	  generate
		 for (j = 0; j <32; j++) begin:step_2
			 assign lt_i[j] = eq_so_far[j] & (~i_op_a[j] & i_op_b[j]);  
		 end
	  endgenerate
	  assign sltu_result = {31'b0,|lt_i[31:0]};
	function logic [31:0] sll_fc;
		input logic [31:0] r1;
		input logic [4:0] r2;
		logic [31:0] tmp0, tmp1, tmp2, tmp3, tmp4;
		begin
			tmp0 = (r2[0]==1'b1)?{r1[30:0], 1'b0}: r1;
		   tmp1 = (r2[1]==1'b1)?{tmp0[29:0], 2'b00}: tmp0;
		   tmp2 = (r2[2]==1'b1)?{tmp1[27:0], {4{1'b0}}}: tmp1;
		   tmp3 = (r2[3]==1'b1)?{tmp2[23:0], {8{1'b0}}}: tmp2;
		   sll_fc = (r2[4]==1'b1)?{tmp3[15:0], {16{1'b0}}}: tmp3;
		end
	endfunction
	function logic [31:0] srl_fc;
		input logic [31:0] r1;
		input logic [4:0] r2;
		logic [31:0] tmp0, tmp1, tmp2, tmp3, tmp4;
		begin
			tmp0 = (r2[0]==1'b1)?{1'b0, r1[31:1]}: r1;
		   tmp1 = (r2[1]==1'b1)?{2'b00, tmp0[31:2]}: tmp0;
		   tmp2 = (r2[2]==1'b1)?{{4{1'b0}}, tmp1[31:4]}: tmp1;
		   tmp3 = (r2[3]==1'b1)?{{8{1'b0}}, tmp2[31:8]}: tmp2;
		   srl_fc = (r2[4]==1'b1)?{{16{1'b0}}, tmp3[31:16]}: tmp3;
		end
	endfunction
	function logic [31:0] sra_fc;
		input logic [31:0] r1;
		input logic [4:0] r2;
		logic [31:0] tmp0, tmp1, tmp2, tmp3, tmp4;
		begin
			tmp0 = (r2[0]==1'b1)?{r1[31], r1[31:1]}: r1;
		   tmp1 = (r2[1]==1'b1)?{{2{tmp0[31]}}, tmp0[31:2]}: tmp0;
		   tmp2 = (r2[2]==1'b1)?{{4{tmp0[31]}}, tmp1[31:4]}: tmp1;
		   tmp3 = (r2[3]==1'b1)?{{8{tmp0[31]}}, tmp2[31:8]}: tmp2;
		   sra_fc = (r2[4]==1'b1)?{{16{tmp0[31]}}, tmp3[31:16]}: tmp3;
		end
	endfunction
	logic [31:0] lui_result;
	reg tmp3;
	ADD_SUB dut3(.x(32'h0000_0000), .y(i_op_b), .c_in(1'b0), .s(lui_result), .c_out(tmp3));
	always @(*) begin
		case (i_alu_op) 
			ADD:  o_alu_data = add_result;
			SUB:  o_alu_data = sub_result;
			SLT:  o_alu_data = slt_result;
			SLTU: o_alu_data = sltu_result;
			XOR:  o_alu_data = i_op_a ^ i_op_b;
			OR:   o_alu_data = i_op_a | i_op_b;
			AND:  o_alu_data = i_op_a & i_op_b;
			SLL:  o_alu_data = sll_fc(i_op_a, i_op_b[4:0]);
			SRL:  o_alu_data = srl_fc(i_op_a, i_op_b[4:0]);
			SRA:  o_alu_data = sra_fc(i_op_a, i_op_b[4:0]);
			LUI:  o_alu_data = lui_result;
			default: o_alu_data = 32'h0000_0000;
		endcase
   end
endmodule 
module full_adder(
	input logic x,y,z,
	output logic s,c);
	assign s = x ^ y ^ z;
	assign c = x&y | x&z | y&z;
endmodule 

===== ./run.sh =====
#!/bin/bash
# OpenROAD 26Q1-2900-gdf79404cd8, Yosys 0.63+post, stock flow scripts
make -C /OpenROAD-flow-scripts/flow DESIGN_CONFIG=/design/flow/config.mk WORK_HOME=/design/flow/orfs finish

===== ./config.mk =====
export PLATFORM = sky130hd
export DESIGN_NAME = alu
export DESIGN_NICKNAME = alu
export VERILOG_FILES = /design/flow/design.v
export SDC_FILE = /design/flow/constraint.sdc
export NUM_CORES = 4
export LEC_CHECK = 1
export CORE_UTILIZATION = 30

===== ./constraint.sdc =====
current_design alu

set clk_period 11.7
set clk_io_pct 0.2

create_clock -name clk0 -period $clk_period

set non_clock_inputs [all_inputs -no_clocks]
set_input_delay [expr $clk_period * $clk_io_pct] -clock clk0 $non_clock_inputs
set_output_delay [expr $clk_period * $clk_io_pct] -clock clk0 [all_outputs]

==> impl_table.tex <==
% Generated from flow reports
\begin{tabular}{lr}
\hline
Metric & Value \\
\hline
\multicolumn{2}{l}{\textbf{Routing}} \\
DR vias/cell & 6.11 \\
Routed wire length & 39000 µm \\
Routed Antenna Nets & 0 \\
DRC violation total after the first TritonRoute iteration & 829 \\
Total number of vias & 9123 \\
Final antenna diode count & 0 \\
Post-route DRC & 0 \\
Routed length per instance & 26.2 µm \\
Detailed-router iteration count before antenna repair & 17 \\
\multicolumn{2}{l}{\textbf{Floorplan}} \\
Horiz. Die Dim & 167 µm \\
Floorplan-stage core utilization & 30.8\% \\
Chip footprint & 27800 µm² \\
Number of top-level pins & 100 \\
Core outline area & 26400 µm² \\
Standard-cell row count & 59 \\
Vertical die dimension & 167 µm \\
\multicolumn{2}{l}{\textbf{Job}} \\
Max-cap viol count & 0 \\
Number of warnings the tools reported & 101 \\
\multicolumn{2}{l}{\textbf{Final timing}} \\
Final critical delay including setup and external delays & 16.40 ns \\
Share of the cycle needed by the critical path after routing & 140\% \\
Worst-case hold slack & 5.48 ns \\
Achievable clock frequency & 61.0 MHz \\
Transition at the pin with the smallest max-transition slack & 1.13 ns \\
Hold violation count in the final report & 0 \\
Final number of setup-violating endpoints & 16 \\
Max\_slew headroom & 24.8\% \\
Setup\_tns & -43.89 ns \\
Slack of the critical path & -4.70 ns \\
Count of final max-slew check failures & 0 \\
RSZ-0062 raised after global routing & yes \\
\multicolumn{2}{l}{\textbf{Run status}} \\
Result of the run & complete, but fails checks \\
Violations in the final reports & negative setup slack \\
\multicolumn{2}{l}{\textbf{Critical path}} \\
Worst stage delay on the critical path & 0.48 ns \\
Top cell by count, worst path & sky130\_fd\_sc\_hd\_\_fa\_2 \\
Critical-path maximum fanout & 3 \\
Data arrival, critical path & 14.06 ns \\
CP required & 9.36 ns \\
Crit start category & input pin \\
Worst Setup Path Type & input pin to primary output \\
Worst path slowest cell & sky130\_fd\_sc\_hd\_\_fa\_1 \\
Critical Path End Type & primary output \\
\multicolumn{2}{l}{\textbf{Hold path}} \\
Hold path startpoint & i\_op\_b[27] \\
Worst hold path type & input pin to primary output \\
Hold worst-path end & o\_alu\_data[27] \\
Hold Crit Depth & 4 \\
\multicolumn{2}{l}{\textbf{Yosys}} \\
Top cells, area & sky130\_fd\_sc\_hd\_\_ha\_1 (15\%), sky130\_fd\_sc\_hd\_\_fa\_1 (15\%), sky130\_fd\_sc\_hd\_\_mux4\_2 (9.4\%) \\
Total cells reported by yosys after synthesis & 1012 \\
Leading area contributor after synthesis & sky130\_fd\_sc\_hd\_\_ha\_1 \\
Average cell area after synthesis & 8.03 µm² \\
Synthesis warning total & 1 \\
Sequential share of the synthesized area & 0\% \\
Cell Type Count & 73 \\
YS chip area & 8130 µm² \\
Gate count of the mapped netlist & 1012 \\
Area of the mapped netlist & 8130 µm² \\
Fraction of synthesized cell area taken by the top area cell type & 15.1\% \\
\multicolumn{2}{l}{\textbf{Final layout}} \\
Area overhead of the layout relative to synthesis & 27.9\% \\
Post-route design area & 10400 µm² \\
Post-Layout Cell Count & 1492 \\
Final sequential cell count & 0 \\
Sequential cell area & 0 µm² \\
Leading cell types in the layout, fill and taps excluded & sky130\_fd\_sc\_hd\_\_buf\_4 (123), sky130\_fd\_sc\_hd\_\_nand2\_1 (96), sky130\_fd\_sc\_hd\_\_ha\_1 (96) \\
Count of clock-net buffers in the final layout & 0 \\
Fill cell count & 2648 \\
Area occupied by multi-input gates & 7800 µm² \\
Fraction of layout instances using a drive strength above 1 & 28.3\% \\
Most numerous logic cell after layout & sky130\_fd\_sc\_hd\_\_buf\_4 \\
\multicolumn{2}{l}{\textbf{GRT}} \\
Via count of the first global-routing pass & 9008 \\
Wire length of the first global-routing pass & 58000 µm \\
Antenna violations before repair & 3 \\
GRT Resource Usage Total & 28.8\% \\
Final global-route overflow total & 0 \\
Maximum number of pins on one net before global-route repair & 60 \\
\multicolumn{2}{l}{\textbf{Placement}} \\
Number of instances in the placed design & 1488 \\
Cell area after placement & 10200 µm² \\
IO Port Bufs & 100 \\
Gpl congestion & 1.03 \\
Detailed Place HPWL & 30900 µm \\
\multicolumn{2}{l}{\textbf{Pwr}} \\
Post-layout power & 454 µW \\
Power Density & 43.6 nW/µm² \\
Static leakage & 4.34 nW \\
Worst IR Drop VDD & 0.0000242 V \\
\hline
\end{tabular}
timing repair:
action | 4_1_cts | 5_1_grt
hold buffers | 0 | 0
buffers inserted | 2 | 2
gates resized | 90 | 30
pin swaps | 26 | 21
cloned | 0 | 0
setup endpoints to repair | 18 | 18
worst max-delay path: cells and delay by family:
| kind | cells | cell delay, ns |
|---|---|---|
| AND-OR/OR-AND | 3 | 0.62 |
| buffers and inverters | 4 | 0.34 |
| multiplexers | 1 | 0.06 |
| adder cells (fa/ha/maj) | 31 | 10.65 |
cell usage after synthesis (8+ instances only):
cell and instances:
sky130_fd_sc_hd__a211oi_1 20, sky130_fd_sc_hd__a21oi_1 52, sky130_fd_sc_hd__a221oi_1 22, sky130_fd_sc_hd__a22oi_1 16
sky130_fd_sc_hd__buf_1 10, sky130_fd_sc_hd__buf_2 18, sky130_fd_sc_hd__clkbuf_1 43, sky130_fd_sc_hd__fa_1 61
sky130_fd_sc_hd__ha_1 98, sky130_fd_sc_hd__inv_1 81, sky130_fd_sc_hd__mux2_2 37, sky130_fd_sc_hd__mux2i_1 45
sky130_fd_sc_hd__mux4_2 34, sky130_fd_sc_hd__nand2_1 97, sky130_fd_sc_hd__nand2b_1 10, sky130_fd_sc_hd__nand3_1 21
sky130_fd_sc_hd__nor2_1 75, sky130_fd_sc_hd__nor3_1 20, sky130_fd_sc_hd__o2111ai_1 9, sky130_fd_sc_hd__o211ai_1 18
sky130_fd_sc_hd__o21ai_0 59, sky130_fd_sc_hd__o221ai_1 8, sky130_fd_sc_hd__o22ai_1 19
area by class of cell:
| cell class | instances | area share, % |
|---|---|---|
| tap | 335 | 4.03 |
| inverter | 84 | 3.13 |
| multi-input combinational | 849 | 75.0 |
| timing repair buffer | 224 | 17.8 |
how the worst max path moves through the flow:
stage     startpoint             end  slack, ns  cells past startpoint
4_1_cts    i_op_a[0]   o_alu_data[0]      -5.03                     42
5_1_grt    i_op_a[0]  o_alu_data[30]      -5.03                     39
6_report   i_op_a[0]  o_alu_data[30]      -4.70                     39
cells by family after synthesis:
group                      count (synthesis)  share of synthesized area (%)
buffers and inverters                    163                           8.37
muxes                                    116                           20.1
adders and majority gates                159                           30.1
and+or+nand+nor                          272                           15.5
AOI/OAI and AO/OA                        302                           25.9
layer usage:
metal	GRT usage [%]	part of all wire, %
met1	39.5	40
met2	41.2	43
met3	13.4	14
met4	7.89	2.9
met5	0	0.069
metrics by stage:
stage / utilization (%) / setup slack [ns]
floorplan: - / -4.04
global placement: 38.8 / -5.43
detailed placement: 38.8 / -5.45
CTS: 39.1 / -5.03
global route: 39.5 / -5.03
finish: 39.5 / -4.70
where the power goes:
part	internal [mW]	total (mW)	switching, mW	leakage, nW
combinational	0.198	0.454	0.256	4.34
sequential	0	0	0	0
clock	0	0	0	0
total	0.198	0.454	0.256	4.34
Power is estimated from default activity; no workload was simulated.
