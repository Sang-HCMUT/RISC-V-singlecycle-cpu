<file path="flow/config.mk">
export PLATFORM = sky130hd
export DESIGN_NAME = regfile
export DESIGN_NICKNAME = regfile
export VERILOG_FILES = /design/flow/design.v
export SDC_FILE = /design/flow/constraint.sdc
export NUM_CORES = 4
export LEC_CHECK = 1
export CORE_UTILIZATION = 40
</file>
<file path="flow/constraint.sdc">
current_design regfile

set clk_period 7.7
set clk_io_pct 0.2

create_clock -name clk0 -period $clk_period [get_ports {i_clk}]

set non_clock_inputs [all_inputs -no_clocks]
set_input_delay [expr $clk_period * $clk_io_pct] -clock clk0 $non_clock_inputs
set_output_delay [expr $clk_period * $clk_io_pct] -clock clk0 [all_outputs]
</file>
<file path="flow/run.sh">
#!/bin/bash
# OpenROAD 26Q1-2900-gdf79404cd8, Yosys 0.63+post, stock flow scripts
make -C /OpenROAD-flow-scripts/flow DESIGN_CONFIG=/design/flow/config.mk WORK_HOME=/design/flow/orfs finish
</file>
<file path="flow/design.v">
module regfile(
	input logic i_clk, i_reset, i_rd_wren,
	input logic [4:0] i_rs1_addr, i_rs2_addr, i_rd_addr,
	input logic [31:0] i_rd_data,
	output logic [31:0] o_rs1_data, o_rs2_data);
	reg [31:0] reg31_0 [31:0];
	reg check_rd_addr;
	always @(posedge i_clk or posedge i_reset) begin
		if (i_reset) begin
			for (int i = 0; i < 32; i++) begin
				reg31_0[i] <= 32'h0000_0000;
			end
		end else if (i_rd_wren) begin
			if (i_rd_addr == 5'b0000_0) reg31_0[i_rd_addr] <= 32'h0000_0000;
			else reg31_0[i_rd_addr] <= i_rd_data;
		end else begin
		end
	end
	assign o_rs1_data = reg31_0[i_rs1_addr];
	assign o_rs2_data = reg31_0[i_rs2_addr];
endmodule
</file>
==> reports/metrics.csv <==
metric;value;unit
setup_viol;0;
std_cell_rows;126;
grt_pass1_wl;357000;um
crit_family;buffers and inverters;
root_buffer;clkbuf_16;
grt_pass1_vias;45000;
power;14700;uW
power.density;266;nW/um^2
p_sw;4460;uW
drv_cap;0;
ys_cells;5249;
drive_gt1_share;10.7;%
die_area;121000;um^2
dp_hpwl;159000;um
final.setup_skew;0;ns
cts_tree;done;
grt_max_degree;121;
clockBufferDepth;3;
p_leak;0.0252;uW
ant_nets;0;
track_usage;44.3;%
fin_ws;0.465;ns
insertion_delay;0.73;ns
yosysTopAreaCell;dfrtp_1;
portBuffers;113;
via_per_inst;6.79;
largest_register_ffs;992;
wl;257000;um
place_congestion;1.04;
lay_top_cells;nand2_1 (1033), dfrtp_1 (992), o21ai_0 (975);
status;completed;
cts.clk_slew.worst_paths;0.06;ns
final-max-slew-violation-count;0;
cts.sinks;992;
cts-resized-gates;0;
critPathLaunchType;input pin;
ys_seq_share;51.8;%
vias;46700;
die_h;348;um
endpoint_kind;primary output;
synth_top_area_share;51.8;%
drtIter0Drc;5898;
post_cts_buffers;0;
cp_num_buf_inv;4;
worstMarginPinSlew;1.45;ns
fin_setup_tns;0;ns
yosysWarnings;2;
pre_cts_slack;0.742;ns
p_int;10200;uW
p_seq_share;49.0;%
wl_per_cell;37.4;um
fmax;138;MHz
ff_type;dfrtp_1;
peakVddDrop;207;uV
ys_chip_area;47900;um^2
crit_type;input pin to primary output;
min_path_type;flip-flop to flip-flop;
relSlewSlack;3.35;%
regMostFlops;reg31_0;
utilization;46.7;%
cpPeakStageDelay;0.82;ns
synthDistinctLibCells;59;
cp-startpoint;i_rs2_addr[2];
synthTopCellsByArea;dfrtp_1 (52%), a22oi_1 (11%), o21ai_0 (10%);
initial_utilization;40.5;%
p_sw_share;30.4;%
crit_arrival;5.70;ns
syn_area;47900;um^2
enable_flop_cells;0;
ys_ff;992;
comb_power_share;12.3;%
cp_cell_sequence;clkdlybuf4s50_1 > buf_4 > and3b_2 > and2_2 > buf_4 > a22oi_1 > nand3_1 > or4_1 > clkdlybuf4s50_1;
required;6.16;ns
largest_registers;reg31_0: 992 flops;
overflow;0;
path_max_fanout;20;
antenna_found_initial;12;
openroad.warnings;41;
cts_buffers;109;
syn_inst;5249;
lay_top_count;nand2_1;
syn2layout_area_growth;15.3;%
drc;0;
io_pins;114;
async_flop_share;100;%
coreArea;118000;um^2
hold_violations;0;
postCtsHoldBufs;0;
hold_start;reg31_0[18][11]$_DFFE_PP0P_;
drtPass1Iterations;9;
rr_startpoint;reg31_0[16][6]$_DFFE_PP0P_;
fp.dieW;348;um
h-tree-depth;3;
syn_area_per_cell;9.13;um^2
rsz0062_at_grt;no;
critical_path.slowest_cell;and2_2;
fin_crit;7.24;ns
period_used_share;94.0;%
clkPwrFrac;38.7;%
[power groups by stage]
| stage | clock, uW | sequential [uW] | combinational [uW] |
|---|---|---|---|
| 4_1_cts | 5700 | 7130 | 1770 |
| 5_1_grt | 5900 | 7270 | 2020 |
| 6_report | 5680 | 7190 | 1810 |
[layout make-up]
| type | instances | area (um^2) |
|---|---|---|
| Antenna cell | 21 | 52.6 |
| Clock buffer | 158 | 3190 |
| Clock inverter | 46 | 664 |
| Fill cell | 11000 | 63100 |
| Inverter | 6 | 26.3 |
| Multi-Input combinational cell | 3708 | 21400 |
| Sequential cell | 992 | 24800 |
| Tap cell | 1600 | 2000 |
| Timing Repair Buffer | 348 | 3080 |
[Yosys cell counts, types with 4 or more instances]
library cell and number:
nor3_1 12, and2_1 31, nand2_1 1056, nor3b_1 10, nand3b_1 7, a221oi_1 4
nand4_1 111, o21ai_0 975, nand3_1 150, a21oi_1 5, nor4_1 4, dfrtp_1 992
a2111oi_0 69, a22oi_1 694, a2111oi_1 18, and3_1 280, nor2_1 29, buf_4 4
buf_6 11, buf_2 45, or4_1 59, clkbuf_1 472, mux2_2 31, a32oi_1 9
mux2i_1 15, a2111oi_2 7, nand2b_1 6, a22o_1 36, and3b_1 7, inv_1 6
nand4b_1 4, a222oi_1 24, buf_1 11, nor2b_1 15
[cell families after synthesis]
family / after synthesis / synth area share (%)
mux: 47 / 1.09
flops: 992 / 51.8
compound gates: 1860 / 24.7
buf+inv: 549 / 4.62
simple gates: 1801 / 17.8
[final timing paths]
check	endpoint	slack, ns	depth (start not counted)
max	o_rs2_data[15]	0.46	9
min	reg31_0[18][11]$_DFFE_PP0P_	0.49	2
max reg2reg	reg31_0[16][6]$_DFFE_PP0P_	6.82	1
min reg2reg	reg31_0[18][11]$_DFFE_PP0P_	0.49	2
max in group asynchronous	reg31_0[22][4]$_DFFE_PP0P_	4.75	4
min in group asynchronous	reg31_0[14][28]$_DFFE_PP0P_	1.18	2
[through the flow]
stage | std cells | cell area [um^2] | hold WS (ns)
after CTS | 6858 | 55200 | 0.492
after global placement | 6654 | 51300 | 0.471
after detailed placement | 6654 | 51300 | 0.478
after floorplan | 5249 | 47900 | 0.455
after global routing | 6858 | 55200 | 0.519
final | 6879 | 55300 | 0.489
[per-layer routing]
layer / GRT usage, % / part of all wire, %
met1: 58.4 / 37
met2: 57.2 / 39
met3: 28.2 / 17
met4: 21.1 / 6.6
met5: 2.48 / 0.16
[tightest hold or removal path, cell delays in order, from the launching register on]
cell,delay (ns)
dfrtp_1,0.35
nand2_1,0.05
o21ai_0,0.06
Power is estimated from default activity; no workload was simulated.
