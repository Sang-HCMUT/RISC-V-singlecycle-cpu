File: flow/design.v
module ADD_SUB(
	input logic [31:0] x,y,
	input logic c_in,
	output logic [31:0] s,
	output logic c_out
	);
	reg [30:0] tmp;
  full_adder bit_0(.x(x[0]), .y(y[0]^c_in), .z(c_in), .s(s[0]), .c(tmp[0]));
  full_adder bit_1(.x(x[1]), .y(y[1]^c_in), .z(tmp[0]), .s(s[1]), .c(tmp[1]));
  full_adder bit_2(.x(x[2]), .y(y[2]^c_in), .z(tmp[1]), .s(s[2]), .c(tmp[2]));
  full_adder bit_3(.x(x[3]), .y(y[3]^c_in), .z(tmp[2]), .s(s[3]), .c(tmp[3]));
  full_adder bit_4(.x(x[4]), .y(y[4]^c_in), .z(tmp[3]), .s(s[4]), .c(tmp[4]));
  full_adder bit_5(.x(x[5]), .y(y[5]^c_in), .z(tmp[4]), .s(s[5]), .c(tmp[5]));
  full_adder bit_6(.x(x[6]), .y(y[6]^c_in), .z(tmp[5]), .s(s[6]), .c(tmp[6]));
  full_adder bit_7(.x(x[7]), .y(y[7]^c_in), .z(tmp[6]), .s(s[7]), .c(tmp[7]));
  full_adder bit_8(.x(x[8]), .y(y[8]^c_in), .z(tmp[7]), .s(s[8]), .c(tmp[8]));
  full_adder bit_9(.x(x[9]), .y(y[9]^c_in), .z(tmp[8]), .s(s[9]), .c(tmp[9]));
  full_adder bit_10(.x(x[10]), .y(y[10]^c_in), .z(tmp[9]), .s(s[10]), .c(tmp[10]));
  full_adder bit_11(.x(x[11]), .y(y[11]^c_in), .z(tmp[10]), .s(s[11]), .c(tmp[11]));
  full_adder bit_12(.x(x[12]), .y(y[12]^c_in), .z(tmp[11]), .s(s[12]), .c(tmp[12]));
  full_adder bit_13(.x(x[13]), .y(y[13]^c_in), .z(tmp[12]), .s(s[13]), .c(tmp[13]));
  full_adder bit_14(.x(x[14]), .y(y[14]^c_in), .z(tmp[13]), .s(s[14]), .c(tmp[14]));
  full_adder bit_15(.x(x[15]), .y(y[15]^c_in), .z(tmp[14]), .s(s[15]), .c(tmp[15]));
  full_adder bit_16(.x(x[16]), .y(y[16]^c_in), .z(tmp[15]), .s(s[16]), .c(tmp[16]));
  full_adder bit_17(.x(x[17]), .y(y[17]^c_in), .z(tmp[16]), .s(s[17]), .c(tmp[17]));
  full_adder bit_18(.x(x[18]), .y(y[18]^c_in), .z(tmp[17]), .s(s[18]), .c(tmp[18]));
  full_adder bit_19(.x(x[19]), .y(y[19]^c_in), .z(tmp[18]), .s(s[19]), .c(tmp[19]));
  full_adder bit_20(.x(x[20]), .y(y[20]^c_in), .z(tmp[19]), .s(s[20]), .c(tmp[20]));
  full_adder bit_21(.x(x[21]), .y(y[21]^c_in), .z(tmp[20]), .s(s[21]), .c(tmp[21]));
  full_adder bit_22(.x(x[22]), .y(y[22]^c_in), .z(tmp[21]), .s(s[22]), .c(tmp[22]));
  full_adder bit_23(.x(x[23]), .y(y[23]^c_in), .z(tmp[22]), .s(s[23]), .c(tmp[23]));
  full_adder bit_24(.x(x[24]), .y(y[24]^c_in), .z(tmp[23]), .s(s[24]), .c(tmp[24]));
  full_adder bit_25(.x(x[25]), .y(y[25]^c_in), .z(tmp[24]), .s(s[25]), .c(tmp[25]));
  full_adder bit_26(.x(x[26]), .y(y[26]^c_in), .z(tmp[25]), .s(s[26]), .c(tmp[26]));
  full_adder bit_27(.x(x[27]), .y(y[27]^c_in), .z(tmp[26]), .s(s[27]), .c(tmp[27]));
  full_adder bit_28(.x(x[28]), .y(y[28]^c_in), .z(tmp[27]), .s(s[28]), .c(tmp[28]));
  full_adder bit_29(.x(x[29]), .y(y[29]^c_in), .z(tmp[28]), .s(s[29]), .c(tmp[29]));
  full_adder bit_30(.x(x[30]), .y(y[30]^c_in), .z(tmp[29]), .s(s[30]), .c(tmp[30]));
  full_adder bit_31(.x(x[31]), .y(y[31]^c_in), .z(tmp[30]), .s(s[31]), .c(c_out));
endmodule
module brc(
	input logic [31:0] i_rs1_data,
	input logic [31:0] i_rs2_data,
	input logic i_br_un,
	output logic o_br_less,
	output logic o_br_equal);
	reg [31:0] tmp;
	assign tmp = ~(i_rs1_data ^ i_rs2_data);
	assign o_br_equal = &tmp;  
		logic [31:0] eq;
	   logic [31:0] eq_so_far;
	   logic [31:0] lt_i;
		logic [31:0] cltu_result;
	  assign eq = ~(i_rs1_data ^ i_rs2_data);  
	  assign eq_so_far[31] = 1'b1;
	  genvar i;
	  generate 
		 for (i = 30; i >= 0; i--) begin:step_1
			 assign eq_so_far[i] = eq[i+1] & eq_so_far[i+1];  
		 end
	  endgenerate
	  genvar j;
	  generate
		 for (j = 0; j <32; j++) begin:step_2
			 assign lt_i[j] = eq_so_far[j] & (~i_rs1_data[j] & i_rs2_data[j]);  
		 end
	  endgenerate
	  assign cltu_result = |lt_i[31:0];
   reg [31:0] sub_result;
	reg [31:0] clt_result;	
	reg tmp0;
	ADD_SUB dut(.x(i_rs1_data),.y(i_rs2_data),.c_in(1'b1),.s(sub_result),.c_out(tmp0));
	always @(*) begin
		if (~i_rs1_data[31] & i_rs2_data[31]) clt_result = 32'h0000_0000;  
		else if (i_rs1_data[31] & ~i_rs2_data[31]) clt_result = 32'h0000_0001; 
		else clt_result = sub_result[31];  
	end  
	assign o_br_less = (i_br_un)? clt_result : cltu_result;  
endmodule 
module full_adder(
	input logic x,y,z,
	output logic s,c);
	assign s = x ^ y ^ z;
	assign c = x&y | x&z | y&z;
endmodule 
File: flow/run.sh
#!/bin/bash
# OpenROAD 26Q1-2900-gdf79404cd8, Yosys 0.63+post, stock flow scripts
make -C /OpenROAD-flow-scripts/flow DESIGN_CONFIG=/design/flow/config.mk WORK_HOME=/design/flow/orfs finish
File: flow/config.mk
export PLATFORM = sky130hd
export DESIGN_NAME = brc
export DESIGN_NICKNAME = brc
export VERILOG_FILES = /design/flow/design.v
export SDC_FILE = /design/flow/constraint.sdc
export NUM_CORES = 4
export LEC_CHECK = 1
export CORE_AREA = 10 10 79 79
export DIE_AREA = 0 0 89 89
File: flow/constraint.sdc
current_design brc

set clk_period 5.5
set clk_io_pct 0.2

create_clock -name clk0 -period $clk_period

set non_clock_inputs [all_inputs -no_clocks]
set_input_delay [expr $clk_period * $clk_io_pct] -clock clk0 $non_clock_inputs
set_output_delay [expr $clk_period * $clk_io_pct] -clock clk0 [all_outputs]
==> Changelog: implementation <==
## Flow update

- Status: complete, no violations
- Number of warning messages in the logs: 63
- Boundary pin count: 67
- Residual overflow from global routing: 0
- Normalized max-slew margin: 70.5%
- Chip Area, Yosys: 1730 um^2
- Synth Seq Share: 0%
- Number of core rows: 25
- Fraction of synthesized cell area taken by the top area cell type: 44.9%
- Worst path required time: 4.40 ns
- Number of diodes: 0
- Tally of clock buffers in the finished layout: 0
- Cell count in the Yosys report: 234
- Setup TNS Final: 0 ns
- Filler instances: 450
- Placeable Area: 4660 um^2
- Resized Gates After CTS: 0
- Most common cell after layout, fill and taps aside: clkdlybuf4s50_1
- Measured slew at the worst slew-check pin: 0.438 ns
- Maximum clock rate: 193 MHz
- Slowest-stage cell, CP: or4b_1
- Synth Area per Inst: 7.39 um^2
- Arrival time at the worst endpoint: 4.09 ns
- Top cell type by total area after synthesis: ha_1
- Leading cell types in the layout, fill and taps excluded: clkdlybuf4s50_1 (67), inv_1 (65), ha_1 (62)
- Maximum fanout along the worst path: 3
- Number of buffer cells added on primary ports: 67
- Detailed-route wire length: 4.32 mm
- 1st-iter DRT viols: 26
- Area growth from synthesis to layout: 42.7%
- Vias in the first global route: 1654
- Proportion of layout cells with a drive suffix above 1: 1.33%
- Leakage: 1.30 nW
- Worst vdd rail ir drop: 0.0000249 V
- RSZ-0062 raised after global routing: false
- Overall power of the completed layout: 0.000155 W
- Drt pass-1 iters: 4
- Initial standard-cell utilization of the core: 37.1%
- Hold violation total from the final report: 0
- Maximum cell stage delay along the critical path: 0.51 ns
- Series of cell instances along the critical path: clkdlybuf4s50_1 > inv_1 > ha_1 > or4b_1 > a31oi_1 > o21ai_1 > a32o_1 > a21oi_1 > fa_1 > o32ai_1 > a41oi_1 > clkdlybuf4s50_1
- Kind of end point of the critical path: output pin
- Count of buffer and inverter cells on the critical path: 3
- Max-slew violations: 0
- Number of placed instances with taps included: 355
- Number of buffers inserted for hold repair after clock tree synthesis: 0
- Chip width: 89 um
- Wire length of the first global-routing pass: 7.28 mm
- Combined area of all synthesized cells: 1730 um^2
- Maximum number of pins on one net before global-route repair: 5
- Crit path top cell by count: clkdlybuf4s50_1
- Count of nets left with antenna violations after detail routing: 0
- Unique cell types: 41
- Number of antenna violations at the first check in global routing: 0
- Number of maximum-capacitance constraint violations: 0
- Vias: 1698
- Number of instances in the synthesized netlist: 234
- Crit Path Class: in -> out
- Share of the core filled with cells in the final layout: 52.9%
- Post-detail-place hpwl: 4.10 mm
- Portion of the clock cycle consumed by the worst path in the final layout: 94.4%
- Post-CTS Setup Bufs: 0
- Main area contributors after synthesis: ha_1 (45%), inv_1 (14%), a21oi_1 (2.9%), o21ai_0 (2.3%), a211oi_1 (2.2%)
- FF/Latch Area: 0 um^2
- Total Routing Usage GR: 11.0%
- HP Class: in -> out
- Final worst hold slack: 3.41 ns
- Setup violators final: 0
- Full die area: 7920 um^2
- # DRC: 0
- Vias per std cell: 4.78
- Ys Warns: 2
- CP top delay family: AND-OR/OR-AND gates
- Final min period: 5.19 ns
- Post-Layout Cell Count: 355
- Count of flip-flops and latches: 0
- Power density over the cells: 63.0 nW/um^2
- Avg WL per Cell: 12.2 um
- Startpoint type of the worst setup path: input port
- Die height: 89 um
- Weighted congestion at the end of routability-driven global placement: 0.810
## synth_stat cells, types with 2 or more instances
master / instances
ha_1: 62
nand4_1: 3
or3b_2: 2
nor3b_1: 3
a221oi_1: 3
a2111oi_2: 2
or3_1: 2
nor4_1: 3
a21oi_1: 10
a211oi_1: 5
and3_1: 3
nor2_1: 9
o21a_1: 2
o2111ai_1: 2
o32ai_1: 2
a21o_1: 2
o211ai_1: 3
nand2_1: 7
or4b_1: 2
nand2b_1: 6
nand3_1: 4
inv_1: 65
nor3_1: 7
o21ai_0: 8
## final cells by class
cell class | instances | area [um^2] | share of cell area [%]
inverters | 65 | 244 | 9.89
multi-input cells | 169 | 1490 | 60.2
well taps | 54 | 67.6 | 2.74
repair buffers | 67 | 671 | 27.2
## metrics by stage
| step | area, um^2 | setup WS, ns |
|---|---|---|
| 5_1_grt | 2470 | 0.0536 |
| 4_1_cts | 2470 | 0.286 |
| 3_5_place_dp | 2470 | 0.297 |
| 2_1_floorplan | 1730 | 1.64 |
| 3_3_place_gp | 2470 | 0.329 |
| 6_report | 2470 | 0.309 |
## power breakdown
group / leakage (nW) / total, W / internal [W] / switching [W]
logic: 1.30 / 0.000155 / 0.0000879 / 0.0000675
clock network: 0 / 0 / 0 / 0
registers: 0 / 0 / 0 / 0
total: 1.30 / 0.000155 / 0.0000879 / 0.0000675
## worst paths after layout
| kind | start | to | cells after the start | slack, ns |
|---|---|---|---|---|
| worst max-delay path | i_rs2_data[18] | o_br_less | 12 | 0.31 |
| worst min-delay path | i_br_un | o_br_less | 5 | 3.41 |
## kinds of logic (layout without fill, tap and decap cells)
| group | Yosys count | in the layout | synth area share, % |
|---|---|---|---|
| buffers and inverters | 65 | 132 | 14.1 |
| adder cells (fa/ha/maj) | 63 | 63 | 46.0 |
| AND/OR/NAND/NOR | 56 | 56 | 18.5 |
| AND-OR/OR-AND | 50 | 50 | 21.3 |
## metal layers
metal	vias up	global-route usage (%)	part of all wire (%)
li1	953	-	-
met3	0	1.74	5.8
met1	712	14.9	48
met4	0	0	0
met2	33	19.0	47
met5	-	0	0
Power figures rest on the tool's default switching activity, not on a simulated workload.
